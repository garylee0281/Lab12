==> design/flow/design.v <==
`timescale 1ns / 1ps
module control_function(clk,reset,switch_setting,hr_control,out0,out1,out2,out3,fast_clk
    );
input fast_clk;
input clk,reset;
input [1:0]switch_setting;
input [1:0]hr_control;
output [3:0]out0,out1,out2,out3;
reg [3:0]out0,out1,out2,out3;
reg[3:0]hr_t,hr_s,min_t,min_s;
always@(posedge clk or negedge reset)
begin
	if(~reset)
	begin
		hr_t<=4'd0;
		hr_s<=4'd0;
		min_t<=4'd0;
		min_s<=4'd0;
	end
	else
	begin
		if(switch_setting==2'b00)
			begin
				if(hr_control==2'b10)
					begin
						if(min_s>=4'd9)
						begin
							if(min_s>=4'd9&&min_t>=4'd5)
								begin
									if(min_s>=4'd9&&min_t>=4'd5&&hr_s>=4'd9)
										begin
												min_s<=4'd0;
												min_t<=4'd0;
												hr_s<=4'd0;
												hr_t<=hr_t+4'd1;
										end
									else
										begin
										if(min_s>=4'd9&&min_t>=4'd5&&hr_s>=4'd3&&hr_t>=4'd2)
												begin
												min_s<=4'd0;
												min_t<=4'd0;
												hr_s<=4'd0;
												hr_t<=4'd0;
												end
											else
												begin
												min_s<=4'd0;
												min_t<=4'd0;
												hr_s<=hr_s+4'd1;
												end
										end
								end
							else
								begin
									min_s<=4'd0;
									min_t<=min_t+4'd1;
								end
						end
						else
						begin
							min_s<=min_s+4'd1;
						end
					end
				else if(hr_control==2'b01) 
					begin
						if(hr_s>=4'd9)
						begin
								hr_s<=4'd0;
								hr_t<=hr_t+4'd1;
						end
						else
						begin
							if(hr_s>=4'd3&&hr_t>=4'd2)
							begin
								hr_s<=4'd0;
								hr_t<=4'd0;
							end
							else
							begin
								hr_s<=hr_s+4'd1;
							end
						end
					end
				else
					begin
						hr_t<=hr_t;
						hr_s<=hr_s;
						min_t<=min_t;
						min_s<=min_s;
					end
			end
		else 
			begin
				hr_t<=hr_t;
				hr_s<=hr_s;
				min_t<=min_t;
				min_s<=min_s;
			end
	end
end
always@(posedge fast_clk or negedge reset)
begin
	if(~reset)
	begin
		out0<=4'd0;
		out1<=4'd0;
		out2<=4'd0;
		out3<=4'd0;
	end
	else
	begin
		out0<=hr_t;
		out1<=hr_s;
		out2<=min_t;
		out3<=min_s;
	end
end
endmodule
==> design/flow/run.sh <==
#!/bin/bash
# OpenROAD 26Q1-2900-gdf79404cd8, Yosys 0.63+post, stock flow scripts
make -C /OpenROAD-flow-scripts/flow DESIGN_CONFIG=/design/flow/config.mk WORK_HOME=/design/flow/orfs finish
==> design/flow/config.mk <==
export PLATFORM = sky130hd
export DESIGN_NAME = control_function
export DESIGN_NICKNAME = control_function
export VERILOG_FILES = /design/flow/design.v
export SDC_FILE = /design/flow/constraint.sdc
export NUM_CORES = 4
export LEC_CHECK = 1
export CORE_AREA = 10 10 94 94
export DIE_AREA = 0 0 104 104
==> design/flow/constraint.sdc <==
current_design control_function

set clk_period 1.9
set clk_io_pct 0.2

create_clock -name clk0 -period $clk_period [get_ports {clk}]
create_clock -name clk1 -period $clk_period [get_ports {fast_clk}]

set non_clock_inputs [all_inputs -no_clocks]
set_input_delay [expr $clk_period * $clk_io_pct] -clock clk0 $non_clock_inputs
set_output_delay [expr $clk_period * $clk_io_pct] -clock clk0 [all_outputs]
==> reports/results.ini <==
[layout]
drive_gt1_share_pct = 25.31
syn2layout_area_growth_pct = 41.88

[floorplan]
die_area_um2 = 10820
core_area_um2 = 6832
dieWidth_um = 104
ios = 23
die_h_um = 104
rows = 30
core_util_floorplan_pct = 20.51

[critical_path]
r2r_end = hr_t[0]$_DFFE_PN0P_
crit_slowest_cell = or3_1
crit_path_end_kind = flip-flop
cp_num_buf_inv = 2
cp_top_family = simple AND/OR/NAND/NOR gates
r2r_cells = 7
crit_type = in2reg
start_kind = input port
crit_chain = dlygate4sd2_1 > inv_4 > ha_4 > or3_1 > a211oi_4 > and2_4 > mux2_4
crit_arrival_ns = 2.01
slowest_delay_ns = 0.35
ff2ff_setup_slack_ns = 0.04
crit_required_ns = 2.03
reg2reg_from = min_s[0]$_DFFE_PN0P_
worstPathMaxFanout = 5

[yosys]
yosys-stat-cells = 117
ys_async_sr_fraction_pct = 100.0
yosys-stat-area_um2 = 1401
flop_cell = dfrtp_1
top_cell_area_share_pct = 57.14
common_cells = dfrtp_1 (32), ha_1 (12), o21ai_0 (11)
synthesis.yosys.warnings = 1
ys_seq_share_pct = 57.14
yosys.cell_types.count = 28
ys_top_cells_by_area = dfrtp_1 (57%), ha_1 (11%), o21ai_0 (3.9%), nand3_1 (2.9%), inv_1 (2.4%)
ys.flops = 32
synth_top_cell_by_count = dfrtp_1
synth_area_leader_cell = dfrtp_1
netlist_area_um2 = 1401
synth-edff-count = 0
syn_inst = 117
synth_area_per_cell_um2 = 11.98

[timing]
slew_viol_final = 0
slew_headroom_pct = 73.61
worstMarginPinSlew_ns = 0.3959
rsz0062_at_grt = yes
finClkSkew_ns = 0.002830
hold_viol_final = 0
whs_ns = 0.4098
fin_tns_setup_ns = 0
finalSetupViolations = 0

[routing]
wl_met1_um = 1221
antennaDiodeCount = 0
top_layer = met4
wirelength_um = 2684
dr.pass1.iters = 4
num_vias = 1003
drc = 0
wl_met2_um = 1265
drtIter0Drc = 65
route.met3.wl_um = 108
antenna_left = 0
drt-wirelength-per-cell_um = 10.40
vias_per_cell = 3.888

[grt]
antenna_found_initial = 0
grt_usage_pct = 4.906
grt_max_degree = 33
grt_pass1_vias = 983
grt_pass1_wl_um = 4623
grt-ovfl-total = 0

[cts]
tritoncts = yes
cts.sinks = 32
clk_pin_slew_ns = 0.06
cts_hold_buf = 0

[power_and_ir_drop]
power_leakage_uw = 0.0008877
ir_worst_vdd_v = 0.0002762
p_per_area_nw_per_um2 = 1105

[placed_design]
dp_hpwl_um = 1970
gp_congestion = 0.7841
port_buffers = 21

[run_status]
outcome = finished clean

[hold_path]
min_from = min_t[1]$_DFFE_PN0P_
hold_end = out2[1]$_DFF_PN0_
hold_path_depth = 0
hold_path_class = reg2reg

[run]
drv_cap = 0
tool_warnings = 34

## routing by layer
metal  GRT usage (%)  vias up
met3           1.128        4
met2           7.477       14
met4           1.988        0
li1                -      500
met1           6.601      485
met5               0        -
## cell families after synthesis
family	count (synthesis)	share of synthesized area, %
AND/OR/NAND/NOR	34	13.84
multiplexers	2	2.143
adder cells (fa/ha/maj)	12	10.71
buffers and inverters	11	3.571
AND-OR/OR-AND	26	12.59
flip-flops	32	57.14
## how the worst max path moves through the flow
stage	start	end	slack (ns)	depth (start not counted)
CTS	min_s[0]$_DFFE_PN0P_	hr_t[0]$_DFFE_PN0P_	0.003	8
global route	min_s[0]$_DFFE_PN0P_	hr_t[0]$_DFFE_PN0P_	-0.07	7
finish	hr_control[0]	hr_t[0]$_DFFE_PN0P_	0.03	7
## stage by stage
step | utilization, % | cells | power, uW | setup WS [ns] | instance area (um^2)
5_1_grt | 29.10 | 258 | 2364 | -0.06551 | 1988
2_1_floorplan | - | 117 | 1249 | 0.006401 | 1416
3_5_place_dp | 26.87 | 246 | 1605 | -0.5073 | 1836
3_3_place_gp | 26.87 | 246 | 1598 | -0.4885 | 1836
6_report | 29.10 | 258 | 2196 | 0.02766 | 1988
4_1_cts | 28.50 | 255 | 2194 | 0.003430 | 1947
## cells in the final DEF, fill, tap and decap left out, types with 3 or more instances in the layout
master	synthesis	final
dfrtp_1	32	32
clkdlybuf4s50_1	0	19
buf_4	0	19
o21ai_0	11	10
ha_1	12	9
nand3_1	8	8
inv_1	9	7
clkbuf_8	0	7
nor2_1	6	6
a21oi_1	5	5
nand2_1	5	5
a41oi_1	3	3
## power breakdown
group,internal (uW),switching (uW),leakage (uW)
Combinational,390,252,0.000429
Sequential,856,139,0.000408
Clock,324,235,0.0000503
## repair_timing
| action | in CTS | in global routing |
|---|---|---|
| buffers inserted | 2 | 5 |
| pin swaps | 2 | 5 |
| endpoints found under the setup margin | 8 | 8 |
| resized | 3 | 6 |
| gates cloned | 0 | 0 |
## flip-flops by register name (all words and copies together), names as in the netlist
signal and count:
out2 4, min_s 4, hr_s 4, min_t 4
hr_t 4, out3 4, out1 4, out0 4
## final cells by class
| class | count | area (um^2) |
|---|---|---|
| clock buffers | 7 | 96.34 |
| inverters | 9 | 36.28 |
| flip-flops and latches | 32 | 800.8 |
| well taps | 96 | 120.1 |
| multi-input cells | 74 | 584.3 |
| fillers | 704 | 4843 |
| repair buffers | 40 | 350.3 |
Power and IR drop assume default switching activity.
